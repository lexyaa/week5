**/design/flow/run.sh**
```bash
#!/bin/bash
# OpenROAD 26Q1-2900-gdf79404cd8, Yosys 0.63+post, stock flow scripts
make -C /OpenROAD-flow-scripts/flow DESIGN_CONFIG=/design/flow/config.mk WORK_HOME=/design/flow/orfs finish
```
**/design/flow/config.mk**
```make
export PLATFORM = sky130hd
export DESIGN_NAME = top_nco_cnt_disp
export DESIGN_NICKNAME = top_nco_cnt_disp
export VERILOG_FILES = /design/flow/design.v
export SDC_FILE = /design/flow/constraint.sdc
export NUM_CORES = 4
export LEC_CHECK = 1
export CORE_UTILIZATION = 50
```
**/design/flow/constraint.sdc**
```tcl
current_design top_nco_cnt_disp

set clk_period 3.7
set clk_io_pct 0.2

create_clock -name clk0 -period $clk_period [get_ports {clk}]

set non_clock_inputs [all_inputs -no_clocks]
set_input_delay [expr $clk_period * $clk_io_pct] -clock clk0 $non_clock_inputs
set_output_delay [expr $clk_period * $clk_io_pct] -clock clk0 [all_outputs]
```
**/design/flow/design.v**
```verilog
module nco(     clk_gen,
                num,
                clk,
                rst_n    );
output          clk_gen   ;
input  [31:0]   num       ;
input           clk       ;
input           rst_n     ;
reg    [31:0]   cnt       ;
reg             clk_gen   ;
always @(posedge clk or negedge rst_n) begin
        if(rst_n == 1'b0) begin
                 cnt      <= 32'd0;
                 clk_gen  <= 1'd0;
        end else begin
                 if(cnt >= num/2-1) begin
                           cnt      <= 32'd0;
                           clk_gen  <= ~clk_gen;
                 end else begin
                           cnt <= cnt + 1'b1;
                 end
        end
end
endmodule
module cnt60(  out,
               clk,
               rst_n );
output [5:0]   out          ;
input          clk          ;
input          rst_n        ;
reg    [5:0]   out          ;
always @(posedge clk or negedge rst_n) begin
       if(rst_n == 1'b0) begin
                out <= 6'd59;
       end else begin
                if(out <= 6'd0) begin
                       out <= 6'd59;
                end else begin
                       out <= out - 1'b1;
                end
       end
end
endmodule
module top_cnt(  out,
                 num,
                 clk,
                 rst_n  );
output [5:0]     out     ;
input  [31:0]    num     ;
input            clk     ;
input            rst_n   ;
wire             clk_gen ;
nco     nco_u0(  .clk_gen  ( clk_gen ),
                 .num      ( num     ),
                 .clk      ( clk     ),
                 .rst_n    ( rst_n   ));
cnt60   cnt_u0(  .out      ( out     ),
                 .clk      ( clk_gen ),
                 .rst_n    ( rst_n   ));
endmodule
module double_fig_sep(
              o_left,
              o_right,
              i_double_fig);
output [3:0]  o_left       ;
output [3:0]  o_right      ;
input  [5:0]  i_double_fig ;
assign o_left   = i_double_fig / 10;
assign o_right  = i_double_fig % 10;
endmodule
module fnd_dec( o_seg,
                i_num );
output [6:0]    o_seg  ;
input  [3:0]    i_num  ;
reg    [6:0]    o_seg  ;
always @(*) begin
       case(i_num)
            4'd0  : o_seg = 7'b1111_110;
            4'd1  : o_seg = 7'b0110_000;
            4'd2  : o_seg = 7'b1101_101;
            4'd3  : o_seg = 7'b1111_001;
            4'd4  : o_seg = 7'b0110_011;
            4'd5  : o_seg = 7'b1011_011;
            4'd6  : o_seg = 7'b1011_111;
            4'd7  : o_seg = 7'b1110_000;
            4'd8  : o_seg = 7'b1111_111;
            4'd9  : o_seg = 7'b1110_011;
            default o_seg = 7'b0000_000;
        endcase
end
endmodule
module led_disp( o_seg,
                 o_seg_dp,
                 o_seg_enb,
                 i_six_digit_seg,
                 i_six_dp,
                 clk,
                 rst_n      );
output [5:0]     o_seg_enb           ;
output           o_seg_dp            ;
output [6:0]     o_seg               ;
input  [41:0]    i_six_digit_seg     ;
input  [5:0]     i_six_dp            ;
input            clk                 ;
input            rst_n               ;
wire             gen_clk             ;
nco              u_nco(
                 .clk_gen  ( gen_clk  ),
                 .num      ( 32'd5000 ),
                 .clk      ( clk      ),
                 .rst_n    ( rst_n    ));
reg    [3:0]     cnt_common_node     ;
always @(posedge gen_clk or negedge rst_n) begin
        if(rst_n == 1'b0) begin
                 cnt_common_node <= 4'd0;
        end else begin
                 if(cnt_common_node >= 4'd5) begin
                        cnt_common_node <= 4'd0;
                 end else begin
                        cnt_common_node <= cnt_common_node + 1'b1;
                 end
        end
end
reg     [5:0]    o_seg_enb           ;
always @(cnt_common_node) begin
         case(cnt_common_node)
                 4'd0 : o_seg_enb = 6'b111110;
                 4'd1 : o_seg_enb = 6'b111101;
                 4'd2 : o_seg_enb = 6'b111011;
                 4'd3 : o_seg_enb = 6'b110111;
                 4'd4 : o_seg_enb = 6'b101111;
                 4'd5 : o_seg_enb = 6'b011111;
         endcase
end
reg              o_seg_dp            ;
always @(cnt_common_node) begin
         case(cnt_common_node)
                 4'd0 : o_seg_dp = i_six_dp[0];
                 4'd1 : o_seg_dp = i_six_dp[1];
                 4'd2 : o_seg_dp = i_six_dp[2];
                 4'd3 : o_seg_dp = i_six_dp[3];
                 4'd4 : o_seg_dp = i_six_dp[4];
                 4'd5 : o_seg_dp = i_six_dp[5];
         endcase
end
reg      [6:0]   o_seg               ;
always @(cnt_common_node) begin
         case(cnt_common_node)
                 4'd0 : o_seg = i_six_digit_seg[6:0];
                 4'd1 : o_seg = i_six_digit_seg[13:7];
                 4'd2 : o_seg = i_six_digit_seg[20:14];
                 4'd3 : o_seg = i_six_digit_seg[27:21];
                 4'd4 : o_seg = i_six_digit_seg[34:28];
                 4'd5 : o_seg = i_six_digit_seg[41:35];
         endcase
end
endmodule
module top_nco_cnt_disp(
              o_seg,
              o_seg_dp,
              o_seg_enb,
              clk,
              rst_n         );
output [6:0]  o_seg          ;
output        o_seg_dp       ;
output [5:0]  o_seg_enb      ;
input         clk            ;
input         rst_n          ;
wire   [5:0]  o_nco_cnt      ;
top_cnt  u_nco_cnt( .out   ( o_nco_cnt    ),
                    .num   ( 32'd50000000 ),
                    .clk   ( clk          ),
                    .rst_n ( rst_n        ));
wire   [3:0]  o_left         ;
wire   [3:0]  o_right        ;
double_fig_sep      u_double_fig_sep(
                    .o_left       (    o_left       ),
                    .o_right      (    o_right      ),
                    .i_double_fig (    o_nco_cnt    ));
wire   [6:0]  seg_left       ;
wire   [6:0]  seg_right      ;
fnd_dec u0_fnd_dec( .o_seg ( seg_left  ),
                    .i_num ( o_left    ));
fnd_dec u1_fnd_dec( .o_seg ( seg_right ),
                    .i_num ( o_right   ));
wire   [41:0] i_six_digit_seg;
assign        i_six_digit_seg = { {4{7'b0000000}}, seg_left, seg_right};
led_disp      u_led_disp(
                    .o_seg             ( o_seg           ),
                    .o_seg_dp          ( o_seg_dp        ),
                    .o_seg_enb         ( o_seg_enb       ),
                    .i_six_digit_seg   ( i_six_digit_seg ),
                    .i_six_dp          ( 6'd0            ),
                    .clk               ( clk             ),
                    .rst_n             ( rst_n           ));
endmodule
```
==> reports/qor.csv <==
metric;value;unit
register pins left without a clock;23;
largest net degree at the start of global routing;52;
FF+latch area;0.00210;mm2
Top cells by area;dfrtp_1 43%, ha_1 6.9%, nor2_1 5.0%;
vias after detailed routing;2885;
I/O Pins;16;
MI comb area;0.00205;mm2
final hold slack;0.424;ns
RSZ-0062 raised after global routing;no;
worst setup margin;1.36;ns
crit-path max FO;19;
XOR Share, Synth;8.82;%
Final setup viols;0;
Syn Inst Count;411;
VDD IR max;0.000502;V
adder share;6.90;%
core box area;0.00789;mm2
dpl ws;1.39;ns
placed insts;545;
top_reg_cell synth;dfrtp_1;
grt ovf;0;
DR vias/cell;5.14;
tool warnings;39;
HP Class;input port to asynchronous set/reset pin;
total power;1.40;mW
Routed Antenna Nets;0;
HPWL after DPL;4.81;mm
Min Clock Period, post-route;2.34;ns
CTS tree;done;
area grow syn2layout;12.8;%
initial antenna violation count;0;
Hold Buf Count CTS;0;
Die Ht;93.4;um
Tot GR Track Use;18.0;%
Area leader share;42.6;%
Synth mux share;0.240;%
initial drt markers;69;
async set or reset register ratio after synthesis;85.4;%
layout cells sized above 1;7.19;%
clk slew on worst S/H paths;0.08;ns
Layout fillers;673;
Avg Cell Area, Syn;10.2;um2
Yosys chip area;0.00417;mm2
drt wl/cell;12.0;um
Rows;32;
RD Place Congestion;0.852;
yosys warns;4;
number of enable flip-flop cells;0;
Rel. slew slack;52.0;%
CTS H-tree depth;3;
post-synth cell types;61;
max-slew violation count;0;
Max Root-Sink Buffers;2;
setup TNS;0;ns
Late-Pin Clk Latency;0.33;ns
# diodes;0;
Post-Syn Area;0.00417;mm2
area leader, netlist;dfrtp_1;
number of post-CTS setup repair buffers;0;
IO buf count;14;
cell area after layout;0.00471;mm2
MaxCap Viol Count;0;
Root Driver;clkbuf_8;
chip area;0.00872;mm2
Post-Place Cell Area;0.00450;mm2
CP Launch Type;register;
yosys cell count;411;
PwrDens;298;mW/mm2
CP Class;register to register;
Simple-Gate Area Share;20.9;%
chip width;93.4;um
WP data arrival;2.55;ns
global-route wire length before repair;12.2;mm
endpoints left unconstrained;36;
PostCTS Resize Cnt;0;
Layout Cells excl Fill;561;
Max Clock Freq;428;MHz
Clock Skew;0.00830;ns
Compound Share, Synth;9.81;%
vias in the first global route;2751;
starting density of the core;52.9;%
DRT Pass-1 Iters;4;
DRC;0;
Pleak;2.02;nW
final hold viol count;0;
R2R depth;9;
cycle use final;63.2;%
CP Capture Type;register;
Req. time, crit path;3.91;ns
final core utilization;59.7;%
status;finished clean;
Flops after synth;89;
Num CTS Buffers;9;
Post-Route WL;6.71;mm
actual slew at the worst max-slew pin;0.720;ns
Dominant comb cell;simple AND/OR/NAND/NOR gates;
==> layout make-up <==
| cell class | count | share of cell area [%] |
|---|---|---|
| inverters | 17 | 1.36 |
| well taps | 102 | 2.71 |
| clock buffers | 9 | 2.63 |
| flip-flops and latches | 89 | 44.7 |
| repair buffers | 16 | 3.24 |
| clock inverters | 7 | 1.78 |
| multi-input cells | 321 | 43.6 |
==> critical path: stages (launching register included) <==
cell and delay, ns:
dfrtp_1 0.41, ha_1 0.24, and4_1 0.22, nand2_1 0.09, a31oi_1 0.09, o21a_1 0.18, o211ai_1 0.16, nand4_1 0.33
buf_4 0.34, xor2_1 0.16
==> registers in the layout (all words and copies together) (netlist names) <==
register,flops
u_nco_cnt.cnt_u0.out,6
u_led_disp.u_nco.clk_gen,1
u_led_disp.cnt_common_node,4
u_led_disp.o_seg_enb,6
u_led_disp.u_nco.cnt,32
u_led_disp.o_seg,7
u_nco_cnt.nco_u0.clk_gen,1
u_nco_cnt.nco_u0.cnt,32
==> worst paths after layout <==
path                                         start                  endpoint  slack (ns)
setup / recovery           u_nco_cnt.nco_u0.cnt[0]  u_nco_cnt.nco_u0.clk_gen        1.36
hold / removal                               rst_n  u_nco_cnt.nco_u0.cnt[23]        0.42
setup reg to reg           u_nco_cnt.nco_u0.cnt[0]  u_nco_cnt.nco_u0.clk_gen        1.36
hold reg to reg            u_led_disp.u_nco.cnt[0]   u_led_disp.u_nco.cnt[0]        0.48
max in group asynchronous                    rst_n  u_nco_cnt.nco_u0.cnt[21]        2.53
min in group clk0          u_led_disp.u_nco.cnt[0]   u_led_disp.u_nco.cnt[0]        0.48
==> layout by cell type (no fill, tap or decap), types with 3 or more instances in the layout <==
cell type and instances:
a21oi_1 12, nand3_1 25, and2_1 5, nand2_1 23, buf_4 3, and3_1 13
conb_1 28, clkdlybuf4s50_1 13, nand2b_1 7, dfrtp_1 71, nor2_1 56, xor2_1 22
inv_1 16, xnor2_1 20, and4_1 3, nand4_1 6, nor3_1 7, a21o_1 4
dfstp_2 5, clkbuf_8 9, nand3b_1 5, o21ai_1 4, o21ai_0 5, ha_1 23
dlxtn_1 13, nor4_1 8
==> power by group <==
part / leakage, nW / switching (mW) / internal (mW)
sequential: 1.08 / 0.00896 / 0.756
combinational: 0.838 / 0.0199 / 0.00364
clock: 0.102 / 0.290 / 0.322
==> cells by family after synthesis <==
family | count (synthesis)
adders and majority gates | 23
DFF | 76
muxes | 1
and+or+nand+nor | 172
AOI/OAI and AO/OA | 55
xor gates and xnor gates | 42
other | 1
latches | 13
buffers and inverters | 28
==> per-layer routing <==
metal  part of all wire (%)  up-vias  GRT usage (%)
met5                      0        -              0
met4                    1.0        0           2.82
met3                    2.5        6           2.15
met2                     45       40           27.9
met1                     51     1365           29.5
li1                       -     1474              -
==> Yosys cell counts (4+ instances only) <==
cell and number:
dfrtp_1 71, nor2_1 56, nand3_1 25, ha_1 23, nand2_1 23, xor2_1 22, xnor2_1 20, inv_1 16
and3_1 13, dlxtn_1 13, a21oi_1 12, nor4_1 8, nand2b_1 7, nor3_1 7, clkbuf_1 6, nand4_1 6
and2_1 5, dfstp_2 5, nand3b_1 5, o21ai_0 5, a21o_1 4, o21ai_1 4
Power and IR drop assume default switching activity.
